==> design/flow/design.v <==
module UART (
    input  wire         Clk  ,
    input  wire         Rst_n,
    output wire         TX   ,
    input  wire         RX   ); 
    wire [7:0] Data;
    wire load_pluse;
    UART_RX u_uart_rx   (
        .Clk            (Clk        ),
        .Rst_n          (Rst_n      ),
        .Clear          (1'b0       ),
        .RX             (RX         ),
        .OutData        (Data       ),
        .LoadPluse      (load_pluse ));
    UART_TX u_uart_tx   (
        .Clk            (Clk        ),
        .Rst_n          (Rst_n      ),
        .Clear          (1'b0       ),
        .TX             (TX         ),
        .InData         (Data       ),
        .LoadPluse      (load_pluse ));
endmodule   
module UART_RX(
    input  wire         Clk         ,
    input  wire         Rst_n       ,
    input  wire         Clear       ,
    input  wire         RX          ,
    output wire [7:0]   OutData     ,
    output reg          LoadPluse   );
    localparam IDLE   = 3'd0;
    localparam START  = 3'd1;
    localparam DATA   = 3'd2;
    localparam PARITY = 3'd3;
    localparam STOP   = 3'd4;
    reg [2:0] cur_state;
    reg [2:0] nxt_state;
    reg  start_reg;
    wire start_pluse;
    wire end_pluse;
    reg  [3:0] bit_cnt; 
    reg  package_en;
    wire sample_en;
    reg  [2:0] date_cnt;
    wire date_done;
    wire transmit_pluse;
	wire glitch_check;
    reg [1:0][7:0] memory;  
    assign sample_en = bit_cnt == 4'h7;  
    assign bit_end = bit_cnt == 4'hf;
    assign date_done = date_cnt == 3'h7;
    always @(posedge Clk or negedge Rst_n) begin
        if(!Rst_n)
            bit_cnt[3:0] <= 4'b0;
        else if(Clear || glitch_check)
            bit_cnt <= 4'b0;
        else if(package_en)
            bit_cnt <= bit_cnt + 1'b1;
    end
    always @(posedge Clk or negedge Rst_n) begin
        if(!Rst_n)
            date_cnt <= 3'b0;
        else if(Clear)
            date_cnt <= 3'b0;
        else if(cur_state == DATA && bit_end)
            date_cnt <= date_cnt + 1'b1;
    end
    always @(posedge Clk or negedge Rst_n) begin
        if(!Rst_n)
            start_reg <= 1'b1; 
        else if(Clear)
            start_reg <= 1'b1;
        else if(cur_state == IDLE)  
            start_reg <= RX;
	 end
    assign start_pluse = ~RX & start_reg;
    assign glitch_check = cur_state == IDLE && package_en && sample_en && RX;  
    always @(posedge Clk or negedge Rst_n) begin
        if(!Rst_n)
            package_en <= 1'b0;
        else if(Clear)
            package_en <= 1'b0;
        else if(start_pluse)
            package_en <= 1'b1;
        else if(end_pluse || glitch_check)
            package_en <= 1'b0;           
    end 
    always @(posedge Clk or negedge Rst_n) begin
        if(!Rst_n)
            cur_state <= IDLE;
        else if(Clear)
            cur_state <= IDLE;
        else
            cur_state <= nxt_state;
    end
    always @(*) begin
        case (cur_state)
            IDLE : if(sample_en && ~RX)
                        nxt_state = START;
                   else
                        nxt_state = IDLE;
            START: if(bit_end)
                        nxt_state = DATA;
                   else
                        nxt_state = START;
            DATA : if(date_done && bit_end)
                        nxt_state = PARITY;
                   else
                        nxt_state = DATA;
            PARITY: if(bit_end)
                        nxt_state = STOP;
                    else
                        nxt_state = PARITY;
            STOP  : if(bit_end)
                        nxt_state = IDLE;
                    else
                        nxt_state = STOP;                     
            default: nxt_state = IDLE;
        endcase
    end
    assign end_pluse = cur_state == STOP && bit_end;
    assign transmit_pluse = cur_state == DATA && bit_cnt == 4'h8 && date_cnt == 3'h7;
    always @(posedge Clk or negedge Rst_n) begin
        if(!Rst_n)
            memory <= 16'b0;
        else if(Clear)
            memory <= 16'b0;
        else if(cur_state == DATA && sample_en)
            memory[0] <={RX, memory[0][7:1]};
        else if(transmit_pluse)
            memory[1] <= memory[0];  
    end
    always @(posedge Clk or negedge Rst_n) begin
        if(!Rst_n)
            LoadPluse <= 1'b0;
        else if(Clear)
            LoadPluse <= 1'b0;
        else
            LoadPluse <= transmit_pluse;
    end
    assign OutData = memory[1];
endmodule
module UART_TX(
    input  wire         Clk         ,
    input  wire         Rst_n       ,
    input  wire         Clear       ,
    output reg          TX          ,
    input  wire [7:0]   InData      ,
    input  wire         LoadPluse   );
    localparam IDLE   = 3'd0;
    localparam START  = 3'd1;
    localparam DATA   = 3'd2;
    localparam PARITY = 3'd3;
    localparam STOP   = 3'd4;
    reg [2:0] cur_state;
    reg [2:0] nxt_state;
    wire start_pluse;
    wire end_pluse;
    reg  [3:0] bit_cnt; 
    reg  package_en;
    reg  [2:0] date_cnt;
    wire date_done;
    wire transmit_pluse;
    wire bit_tran_en;
    wire parity_bit;
    assign bit_end = bit_cnt == 4'hf;
    assign date_done = date_cnt == 3'h7;
    always @(posedge Clk or negedge Rst_n) begin
        if(!Rst_n)
            bit_cnt <= 4'b0;
        else if(Clear)
            bit_cnt <= 4'b0;
        else if(package_en)
            bit_cnt <= bit_cnt + 1'b1;
    end
    always @(posedge Clk or negedge Rst_n) begin
        if(!Rst_n)
            date_cnt <= 3'b0;
        else if(Clear)
            date_cnt <= 3'b0;
        else if(cur_state == DATA && bit_end)
            date_cnt <= date_cnt + 1'b1;
    end
    assign start_pluse = LoadPluse;
    always @(posedge Clk or negedge Rst_n) begin
        if(!Rst_n)
            package_en <= 1'b0;
        else if(Clear)
            package_en <= 1'b0;
        else if(start_pluse)
            package_en <= 1'b1;
        else if(end_pluse)
            package_en <= 1'b0;           
    end 
    always @(posedge Clk or negedge Rst_n) begin
        if(!Rst_n)
            cur_state <= IDLE;
        else if(Clear)
            cur_state <= IDLE;
        else
            cur_state <= nxt_state;
    end
    always @(*) begin
        case (cur_state)
            IDLE : if(start_pluse)
                        nxt_state = START;
                   else
                        nxt_state = IDLE;
            START: if(bit_end)
                        nxt_state = DATA;
                   else
                        nxt_state = START;
            DATA : if(date_done && bit_end)
                        nxt_state = PARITY;
                   else
                        nxt_state = DATA;
            PARITY: if(bit_end)
                        nxt_state = STOP;
                    else
                        nxt_state = PARITY;
            STOP  : if(bit_end)
                        nxt_state = IDLE;
                    else
                        nxt_state = STOP;                     
            default: nxt_state = IDLE;
        endcase
    end
    assign end_pluse = cur_state == STOP && bit_end;
    assign bit_tran_en = cur_state == DATA && bit_end;
    assign parity_bit = ^InData;
    always @(posedge Clk or negedge Rst_n) begin
        if(!Rst_n)
            TX <= 1'b1;
        else if(Clear)
            TX <= 1'b1;
		  else if(start_pluse)
				TX <= 1'b0;
		  else if(cur_state == START && nxt_state == DATA)
            TX <= InData[0];
        else if(nxt_state == DATA)
            case(date_cnt)
				3'd0 : if(bit_tran_en)
                    TX <= InData[1];
            3'd1 : if(bit_tran_en)
                    TX <= InData[2];
            3'd2 : if(bit_tran_en)
                    TX <= InData[3];
            3'd3 : if(bit_tran_en)
                    TX <= InData[4];
            3'd4 : if(bit_tran_en)
                    TX <= InData[5];
            3'd5 : if(bit_tran_en)
                    TX <= InData[6];
            3'd6 : if(bit_tran_en)
                    TX <= InData[7];                         
            endcase
        else if(nxt_state == PARITY)
            TX <= parity_bit;
        else if(nxt_state == STOP)
            TX <= 1'b1;
        else if(nxt_state == IDLE)
            TX <= 1'b1;
    end
endmodule
==> design/flow/run.sh <==
#!/bin/bash
# OpenROAD 26Q1-2900-gdf79404cd8, Yosys 0.63+post, stock flow scripts
make -C /OpenROAD-flow-scripts/flow DESIGN_CONFIG=/design/flow/config.mk WORK_HOME=/design/flow/orfs finish
==> design/flow/config.mk <==
export PLATFORM = sky130hd
export DESIGN_NAME = UART
export DESIGN_NICKNAME = UART
export VERILOG_FILES = /design/flow/design.v
export SDC_FILE = /design/flow/constraint.sdc
export NUM_CORES = 4
export LEC_CHECK = 1
export CORE_UTILIZATION = 50
==> design/flow/constraint.sdc <==
current_design UART

set clk_period 2.3
set clk_io_pct 0.2

create_clock -name clk0 -period $clk_period [get_ports {Clk}]

set non_clock_inputs [all_inputs -no_clocks]
set_input_delay [expr $clk_period * $clk_io_pct] -clock clk0 $non_clock_inputs
set_output_delay [expr $clk_period * $clk_io_pct] -clock clk0 [all_outputs]
==> run summary <==
sw power: 519 uW
worst slew pin tran: 0.505 ns
DRT Pass-1 Iters: 4
final hold vios: 0
GPL Wtd Cong: 0.815
worst path arrival time: 2.23 ns
H-tree depth: 2
Hold WC Path Type: in2async
Worst VDD drop: 563 uV
Final setup viols: 0
FMAX: 0.492 GHz
CTS hold repair buffers: 0
post_cts resized: 0
syn avg cell area: 11.0 um2
drt first-iter violations: 88
Max clock buf depth: 2
All-Layer GR Usage: 17.1%
Bufs and invs on worst path: 0
post-placement cell count: 243
initial antenna violation count: 0
total number of yosys warnings: 4
drt wl/cell: 12.7 um
Req. time, crit path: 2.50 ns
die area: 4510 um2
Post-synth seq share: 53.3%
library cells used by synthesis: 38
largest net degree at the start of global routing: 24
Largest regs: u_uart_rx.memory (16), u_uart_tx.cur_state (5)
# Cells Yosys: 193
Netlist Area Pre-Place: 2120 um2
via count: 1,361
drc violations: 0
Num CTS Buffers: 5
Register Area: 1130 um2
crit path max fanout: 4
pwr dens: 847 nW/um2
TritonCTS clock tree: built
sw frac: 26.5%
io pins: 4
Post-CTS Setup Bufs: 0
Final Cell Area: 2320 um2
ys flops: 45
Biggest register: u_uart_rx.memory
Post-synth top cells: nand2_1 (42), dfrtp_1 (41), mux2_2 (14)
most used cell along the critical path: ha_1
internal power: 1440 uW
Logic pwr share: 16.5%
YS chip area: 2120 um2
detailed placement HPWL: 2340 um
final core occ: 57.5%
vias per inst: 5.42
Synth Flop Type: dfrtp_1
clock slew at reported path FFs: 0.08 ns
Critical Path Start Type: flip-flop
Combinational Area: 932 um2
Non-Filler Instances: 251
Die X: 67.2 um
clock sinks: 45
Largest register FFs: 16
first-pass GRT wire length: 5670 um
CORE AREA: 4030 um2
worst skew pair latency: 0.29 ns
final wirelength: 3190 um
Clk pwr share: 30.3%
area delta synth->final: 9.07%
Slew HR: 66.4%
final setup TNS: 0 ns
Critical Path End Type: flip-flop
critical path cell sequence: ha_1 > ha_1 > a2111oi_2 > a21oi_1 > a221o_1 > o2bb2ai_1 > a311oi_1
fp_density: 52.7%
# rows: 23
Tcrit/Tclk final: 88.3%
Reg power frac: 53.1%
die height: 67.2 um
CP delay by family, top: AND-OR/OR-AND gates
Total Power: 1960 uW
outcome: completed
unrepaired setup endpoints after global routing: false
gr ovfl total: 0
area leader, netlist: dfrtp_1
dominant cell by count in the synthesized netlist: nand2_1
Max stage delay on crit path: 0.42 ns
IO Port Bufs: 3
post-route ant nets: 0
Post-synth EDFFs: 0
Tmin final: 2.03 ns
biggest area cells: dfrtp_1 (48%), mux2_2 (7.4%), nand2_1 (7.4%)
Root Driver: clkbuf_8
area fraction of the dominant cell type after synthesis: 48.3%
Fin Clk Skew: 0.00475 ns
post-synthesis cell count: 193
ant diodes: 0
number of global-route vias before repair: 1,328
share of cells above drive strength 1: 14.9%
tool warnings: 30
CP Class: reg2reg
leakage power: 0.00114 uW
post-synthesis async set-or-reset flop share: 100%
Fillers: 339
fin. max-slew vios: 0
Crit-path slowest cell: dfrtp_1
placed inst area: 2200 um2
Max-Cap Viols: 0
==> per-stage QoR <==
| stage | setup slack [ns] | hold WS (ns) |
|---|---|---|
| floorplan | 0.397 | 0.164 |
| global route | 0.127 | 0.162 |
| CTS | 0.259 | 0.141 |
| finish | 0.268 | 0.132 |
| detailed placement | 0.290 | 0.454 |
| global placement | 0.337 | 0.451 |
==> final cells by class <==
cell class | count | share of cell area, %
repair buffers | 4 | 1.40
flip-flops and latches | 45 | 48.8
clock buffers | 7 | 3.73
well taps | 50 | 2.70
clock inverters | 1 | 1.30
multi-input cells | 133 | 40.2
inverters | 11 | 1.78
==> layer usage <==
metal  up-vias  global-route usage, %  wire (um)  share of wire [%]
met5         -                      0          0                  0
met4         0                   1.86         37                1.2
met3         4                   3.42        113                3.5
met2        22                   27.9       1450                 46
li1        676                      -          -                  -
met1       659                   25.6       1580                 50
==> cells by family (layout without fill, tap and decap cells) <==
kind of cell,count (synthesis),in the layout,synth area share [%]
buf+inv,15,23,2.83
compound gates,32,32,10.8
fa+ha+maj,11,11,6.48
simple gates,59,59,12.0
flops,45,45,53.3
xor+xnor,14,14,5.78
mux,17,17,8.90
==> power groups by stage <==
stage	Clock [uW]	Combinational [uW]	Sequential [uW]
after CTS	614	331	1040
after global routing	656	377	1060
final	595	325	1040
==> worst paths after layout <==
path | startpoint | endpoint | slack (ns) | cells after the start
setup / recovery | u_uart_tx.date_cnt[0] | u_uart_tx.TX | 0.27 | 7
hold / removal | Rst_n | u_uart_tx.bit_cnt[3] | 0.13 | 1
setup reg to reg | u_uart_tx.date_cnt[0] | u_uart_tx.TX | 0.27 | 7
hold reg to reg | u_uart_rx.cur_state[4] | flip-flop | 0.47 | 2
max in group asynchronous | Rst_n | u_uart_rx.memory[12] | 1.50 | 2
min in group clk0 | u_uart_rx.cur_state[4] | flip-flop | 0.47 | 2
==> cell usage in the layout (no fill, tap or decap), types with 2 or more instances in the layout <==
cell	Yosys	layout
nand2_1	42	42
dfrtp_1	41	41
mux2_2	14	14
xnor2_1	12	12
ha_1	11	11
inv_1	10	10
o21ai_0	9	9
clkbuf_8	0	6
nor2_1	5	5
a21oi_1	5	5
dfstp_2	4	4
a22o_1	3	3
nand4_1	3	3
a21o_1	3	3
a31oi_1	2	2
nand3_1	2	2
mux2i_1	2	2
a221oi_1	2	2
xor2_1	2	2
clkdlybuf4s50_1	0	2
Power is estimated from default activity; no workload was simulated.
